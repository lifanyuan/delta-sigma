==> design.v <==
module enable(clk,rst_n,en_64,en_32,en_16,en_8);
input clk;
input rst_n;
output en_64;
output en_32;
output en_16;
output en_8;
reg[5:0]cnt_64;
reg[4:0]cnt_32;
reg[3:0]cnt_16;
reg[2:0]cnt_8;
reg en_64;
reg en_32;
reg en_16;
reg en_8;
always @(posedge clk or negedge rst_n)
begin
  if(!rst_n)
    cnt_64<=0;
 else 
    cnt_64<=cnt_64+1;
end	 
always @(posedge clk or negedge rst_n)
begin
  if(!rst_n) 
     en_64<=0;
 else if(cnt_64==6'd1)
     en_64<=1;
	  else
	  en_64<=0;
end
always @(posedge clk or negedge rst_n)
begin
  if(!rst_n)
    cnt_32<=0;
 else 
    cnt_32<=cnt_32+1;
end	 
always @(posedge clk or negedge rst_n)
begin
  if(!rst_n) 
     en_32<=0;
 else if(cnt_32==5'd1)
     en_32<=1;
	  else
	  en_32<=0;
end
always @(posedge clk or negedge rst_n)
begin
  if(!rst_n)
    cnt_16<=0;
 else 
    cnt_16<=cnt_16+1;
end	 
always @(posedge clk or negedge rst_n)
begin
  if(!rst_n) 
     en_16<=0;
 else if(cnt_16==4'd1)
     en_16<=1;
	  else
	  en_16<=0;
end
always @(posedge clk or negedge rst_n)
begin
  if(!rst_n)
    cnt_8<=0;
 else 
    cnt_8<=cnt_8+1;
end	 
always @(posedge clk or negedge rst_n)
begin
  if(!rst_n) 
     en_8<=0;
 else if(cnt_8==3'd1)
     en_8<=1;
	  else
	  en_8<=0;
end
endmodule
==> run.sh <==
#!/bin/bash
# OpenROAD 26Q1-2900-gdf79404cd8, Yosys 0.63+post, stock flow scripts
make -C /OpenROAD-flow-scripts/flow DESIGN_CONFIG=/design/flow/config.mk WORK_HOME=/design/flow/orfs finish
==> config.mk <==
export PLATFORM = sky130hd
export DESIGN_NAME = enable
export DESIGN_NICKNAME = enable
export VERILOG_FILES = /design/flow/design.v
export SDC_FILE = /design/flow/constraint.sdc
export NUM_CORES = 4
export LEC_CHECK = 1
export CORE_AREA = 10 10 78 78
export DIE_AREA = 0 0 88 88
==> constraint.sdc <==
current_design enable

set clk_period 1.7
set clk_io_pct 0.2

create_clock -name clk0 -period $clk_period [get_ports {clk}]

set non_clock_inputs [all_inputs -no_clocks]
set_input_delay [expr $clk_period * $clk_io_pct] -clock clk0 $non_clock_inputs
set_output_delay [expr $clk_period * $clk_io_pct] -clock clk0 [all_outputs]
==> Changelog: implementation <==
### Implementation results

- FF+latch area: 550.5 sq um
- Critical path class: reg -> out
- Delay-heaviest family, CP: buffers and inverters
- CP max FO: 1
- CTS tree: done
- CP max stage cell: clkdlybuf4s50_1
- Pin count of the biggest net entering global routing: 23
- Die height: 88 um
- Cts repair resizes: 0
- Core Region: 4414 sq um
- Most numerous cell in the Yosys netlist: dfrtp_1
- Max Slew Vio Count: 0
- Number of antenna diodes: 0
- Power per cell area: 957.1 nW/um^2
- Top cells by area: dfrtp_1 64%, ha_1 12%, inv_1 5.2%
- Fp_density: 0.1944
- Avg Cell Area, Syn: 13.41 sq um
- H-tree levels: 1
- Total gr overflow: 0
- Die Wd: 88 um
- Fillers: 450
- Status: finished, final reports clean
- Initial DRC Count: 27
- Ys cells: 64
- Post-layout min period: 1.385 ns
- # port buffers: 5
- CP required: 1.36 ns
- Log Warnings: 29
- Seq/Total Area, Yosys: 0.6414
- Buf+Inv Stages, Crit Path: 1
- CP max stage delay: 0.46 ns
- Yosys stat chip area: 858.3 sq um
- Post-CTS Setup Bufs: 0
- Sequence of cells on the critical path: clkdlybuf4s50_1
- I/O Pins: 6
- Cells after synthesis: 64
- Most frequent cells after synthesis: 22 x dfrtp_1, 12 x inv_1, 8 x ha_1
- Post-detail-place hpwl: 788.8 um
- Vias in the first global route: 529
- Yosys top cell by area: dfrtp_1
- Max Clock Skew: 0.0005388 ns
- Flops after synth: 22
- TritonCTS Buffers: 3
- Total Routing Usage GR: 0.03576
- Max-cap violations: 0
- Setup TNS: 0 ns
- Number of clock sinks: 22
- Clock transition at path regs: 0.08 ns
- Netlist Area Pre-Place: 858.3 sq um
- Via count: 430
- Async set-reset flop share out of synthesis: 1.000
- Fmax: 0.7221 GHz
- Final setup fails: 0
- Std-Cell Rows: 24
- Critical Path Start Type: flip-flop
- Main synth FF type: dfrtp_1
- 1st-pass router iterations: 3
- Placed cell areas: 980.9 sq um
- Vias/cell: 3.413
- Antenna violations before repair: 0
- Max clock buf depth: 2
- RSZ-0062 raised after global routing: no
- Latency at later pin: 0.26 ns
- Comb. cell area: 262.8 sq um
- Critical Path End Type: primary output
- Ratio of cells with drive above 1 in the final layout: 0.09459
- Design area: 1052 sq um
- CTS Root Cell: clkbuf_8
- Rel. slew slack: 0.8143
- Area grow syn2layout: 22.59%
- Post-route ant nets: 0
- Gpl congestion: 0.6491
- EDFF count, synth: 0
- Final Hold Fails: 0
- Avg WL per Cell: 8.802 um
- Leak: 0.5304 nW
- Unique masters post-synth: 14
- Chip area: 7744 sq um
- Yosys warns: 1
- CTS Hold Bufs: 0
- Peak supply drop: 436.5 uV
- Drt drc: 0
- Global-route wire length before repair: 2.277 mm
- CP arrival: 1.04 ns
- Hold Crit Class: in -> async
- Slew @ Worst Pin: 0.2785 ns
- Tcrit/Tclk final: 0.8146
- Routed WL: 1.109 mm
- Top-area cell share: 0.6414
[worst paths after layout]
check                           from   endpoint  slack, ns  depth (start not counted)
setup / recovery               en_64      en_64       0.32                          1
hold / removal                 rst_n      en_32       0.43                          2
setup reg to reg           cnt_64[0]  cnt_64[4]       0.73                          3
hold reg to reg             cnt_8[2]       en_8       0.45                          1
max in group asynchronous      rst_n   cnt_8[1]       1.05                          2
min in group clk0           cnt_8[2]       en_8       0.45                          1
[logic make-up after synthesis]
group | count (synthesis) | share of synthesized area
simple gates | 12 | 0.08748
xor+xnor | 10 | 0.1020
buf+inv | 12 | 0.05247
flops | 22 | 0.6414
fa+ha+maj | 8 | 0.1166
[layout by cell type, fill, tap and decap left out, drive strengths merged]
master / count
dfrtp: 22
buf: 1
xnor2: 5
nand2b: 1
nand2: 1
nor4: 1
nor3b: 1
clkdlybuf4s50: 5
clkbuf: 3
ha: 8
nand3: 5
xor2: 5
nor2: 1
nor4b: 1
bufinv: 1
inv: 12
nor2b: 1
[layer usage]
metal / up-vias / GRT usage / part of all wire
met5: - / 0 / 0
met4: 0 / 0.008696 / 0.0072
met3: 2 / 0.01310 / 0.062
met2: 4 / 0.05556 / 0.46
met1: 210 / 0.04648 / 0.47
li1: 214 / - / -
[state kept, by name, indices dropped and copies added, names as in the netlist]
name    flops
en_16       1
cnt_32      5
cnt_64      6
en_32       1
cnt_8       3
en_64       1
cnt_16      4
en_8        1
[through the flow]
stage | std cells | util | power (mW) | worst slack (ns) | hold WS, ns
after floorplan | 64 | - | 0.5334 | 0.8021 | 0.04441
after global placement | 122 | 0.2222 | 0.5471 | 0.5928 | 0.4387
after detailed placement | 122 | 0.2222 | 0.5476 | 0.5839 | 0.4314
after CTS | 126 | 0.2384 | 1.028 | 0.2827 | 0.4283
after global routing | 126 | 0.2384 | 1.053 | 0.2583 | 0.4682
final | 126 | 0.2384 | 1.007 | 0.3151 | 0.4295
[cell type report]
type | instances | area share
sequential | 22 | 0.5232
inverter | 12 | 0.04281
timing repair buffer | 6 | 0.05470
clock buffer | 3 | 0.03924
tap | 52 | 0.06183
multi-input combinational | 30 | 0.2497
clock inverter | 1 | 0.02854
[power breakdown]
part	switching [mW]	internal, mW	total, mW
logic	0.00993	0.00353	0.0135
registers	0	0.523	0.523
clock network	0.157	0.314	0.471
total	0.167	0.840	1.01
Power is estimated from default activity; no workload was simulated.
