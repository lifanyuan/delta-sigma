<file path="/design/flow/constraint.sdc">
current_design neicha_pcm

set clk_period 1.9
set clk_io_pct 0.2

create_clock -name clk0 -period $clk_period [get_ports {clk}]

set non_clock_inputs [all_inputs -no_clocks]
set_input_delay [expr $clk_period * $clk_io_pct] -clock clk0 $non_clock_inputs
set_output_delay [expr $clk_period * $clk_io_pct] -clock clk0 [all_outputs]
</file>
<file path="/design/flow/config.mk">
export PLATFORM = sky130hd
export DESIGN_NAME = neicha_pcm
export DESIGN_NICKNAME = neicha_pcm
export VERILOG_FILES = /design/flow/design.v
export SDC_FILE = /design/flow/constraint.sdc
export NUM_CORES = 4
export LEC_CHECK = 1
export CORE_AREA = 10 10 82 82
export DIE_AREA = 0 0 92 92
</file>
<file path="/design/flow/design.v">
module neicha_pcm(in,clk,rst_n,out,enable);
input[23:0]in;
input enable;
input clk;
input rst_n;
output[23:0]out;
reg state;
reg [23:0]out_temp;
always@(posedge clk or negedge rst_n)
if(!rst_n)
   begin
       state<=0;
		 out_temp<=0;
  end
 else if(enable)
   if(state==0)
	begin
	  out_temp<=in;
	  state<=1;
	 end
	else
	 begin
	   out_temp<=0;
		state<=0;
	  end
   assign out=out_temp;
	endmodule
</file>
<file path="/design/flow/run.sh">
#!/bin/bash
# OpenROAD 26Q1-2900-gdf79404cd8, Yosys 0.63+post, stock flow scripts
make -C /OpenROAD-flow-scripts/flow DESIGN_CONFIG=/design/flow/config.mk WORK_HOME=/design/flow/orfs finish
</file>
==> impl_results.html <==
<h2>Synthesis and place &amp; route</h2>
<table>
<tr><th>Metric</th><th>Value</th></tr>
<tr><th colspan="2">Status</th></tr>
<tr><td>Result of the run</td><td>complete, no violations</td></tr>
<tr><th colspan="2">Clock tree</th></tr>
<tr><td>Number of CTS-inserted buffers</td><td>3</td></tr>
<tr><td>Clock net sink count</td><td>25</td></tr>
<tr><td>Maximum level of the CTS H-tree</td><td>1</td></tr>
<tr><td>Buffer levels on the longest clock path</td><td>2</td></tr>
<tr><td>Number of hold buffers added after CTS</td><td>0</td></tr>
<tr><td>TritonCTS clock tree</td><td>built</td></tr>
<tr><td>Cell chosen for the clock root</td><td>sky130_fd_sc_hd__clkbuf_8</td></tr>
<tr><td>Post-CTS setup repair buffer count</td><td>0</td></tr>
<tr><td>Resized cells post-CTS</td><td>0</td></tr>
<tr><td>Worst skew pair latency</td><td>about 0.27 ns</td></tr>
<tr><td>Clock slew seen by the registers of the worst setup and hold paths</td><td>0.09 ns</td></tr>
<tr><th colspan="2">GRT</th></tr>
<tr><td>Largest net degree at the start of global routing</td><td>29</td></tr>
<tr><td>Wire length of the first global-routing pass</td><td>4420 um</td></tr>
<tr><td>GRT overflow</td><td>0</td></tr>
<tr><td>Number of global-route vias before repair</td><td>875</td></tr>
<tr><td>Total GRT Usage</td><td>under 10%</td></tr>
<tr><td>Antenna violations before repair</td><td>0</td></tr>
<tr><th colspan="2">Final timing</th></tr>
<tr><td>Final period demand of the worst path</td><td>roughly 1.5 ns</td></tr>
<tr><td>Transition at the pin with the smallest max-transition slack</td><td>between 0.6 and 0.7 ns</td></tr>
<tr><td>Setup violation total in the final timing report</td><td>0</td></tr>
<tr><td>Worst rel slew slack</td><td>between 50% and 60%</td></tr>
<tr><td>Slew Limit Fails</td><td>0</td></tr>
<tr><td>Setup ws final</td><td>0.418 ns</td></tr>
<tr><td>Final setup skew</td><td>approximately 0.005 ns</td></tr>
<tr><td>Worst Hold Margin</td><td>between 0.4 and 0.5 ns</td></tr>
<tr><td>Setup total negative slack</td><td>0 ns</td></tr>
<tr><td>Fmax</td><td>just under 0.7 GHz</td></tr>
<tr><td>Count of final hold-check violations</td><td>0</td></tr>
<tr><td>Setup repair after global routing missed its margin</td><td>false</td></tr>
<tr><td>Final period utilization</td><td>between 70% and 80%</td></tr>
<tr><th colspan="2">Detailed routing</th></tr>
<tr><td>DR pass1 iterations</td><td>2</td></tr>
<tr><td>Total wirelength of the detailed-routed design</td><td>2750 um</td></tr>
<tr><td>Detailed Route Iter0 Violations</td><td>17</td></tr>
<tr><td>Final ANT Viol Nets</td><td>0</td></tr>
<tr><td>Total antenna diodes in the routed design</td><td>0</td></tr>
<tr><td>WL per Instance</td><td>about 12 um</td></tr>
<tr><td>DR vias/cell</td><td>3.75</td></tr>
<tr><td>Residual DRC count</td><td>0</td></tr>
<tr><td>Vias</td><td>~840</td></tr>
<tr><th colspan="2">Synthesis</th></tr>
<tr><td>Post-Synthesis Mean Instance Area</td><td>a little over 10 um2</td></tr>
<tr><td>Number of storage elements in the synthesis netlist</td><td>25</td></tr>
<tr><td>Count of instantiated cells in the yosys netlist</td><td>~110</td></tr>
<tr><td>Synth Warn #</td><td>1</td></tr>
<tr><td>Summed instance area of the synthesized netlist</td><td>~1100 um2</td></tr>
<tr><td>Post-Syn Instances</td><td>~110</td></tr>
<tr><td>Proportion of synthesized chip area in sequential cells</td><td>58.1%</td></tr>
<tr><td>Number of distinct library cells after synthesis</td><td>9</td></tr>
<tr><td>Chip area estimate from yosys synthesis</td><td>1080 um2</td></tr>
<tr><th colspan="2">Critical path</th></tr>
<tr><td>Delay of the slowest cell on the worst path</td><td>0.48 ns</td></tr>
<tr><td>Critical Path Fanout Max</td><td>2</td></tr>
<tr><td>Slowest-stage cell, CP</td><td>sky130_fd_sc_hd__clkdlybuf4s50_1</td></tr>
<tr><td>Cells along the critical path</td><td>clkdlybuf4s50_1</td></tr>
<tr><td>CP startpoint kind</td><td>register</td></tr>
<tr><td>Worst path bufs/invs</td><td>1</td></tr>
<tr><td>Category of the worst setup path capture point</td><td>output pin</td></tr>
<tr><td>Top cell family by delay on the critical path</td><td>buffers and inverters</td></tr>
<tr><td>Worst setup path class</td><td>reg2out</td></tr>
<tr><td>Data arrival time of the critical path</td><td>around 1.1 ns</td></tr>
<tr><td>CP Data Required Time</td><td>between 1.5 and 2 ns</td></tr>
<tr><th colspan="2">Finish</th></tr>
<tr><td>Most frequent cells in the layout</td><td>sky130_fd_sc_hd__clkdlybuf4s50_1, sky130_fd_sc_hd__dfrtp_1, sky130_fd_sc_hd__inv_1, sky130_fd_sc_hd__nand3b_1, sky130_fd_sc_hd__o21ai_0</td></tr>
<tr><td>Area growth syn-to-layout</td><td>56.7%</td></tr>
<tr><td>Top cell excl fill/tap</td><td>sky130_fd_sc_hd__clkdlybuf4s50_1</td></tr>
<tr><td>Post-layout instance area</td><td>roughly 1700 um2</td></tr>
<tr><td>Layout cells sized above 1</td><td>around 4.5%</td></tr>
<tr><th colspan="2">Power</th></tr>
<tr><td>Worst IR Drop VDD</td><td>between 0.4 and 0.5 mV</td></tr>
<tr><td>Static leakage</td><td>between 0.0006 and 0.0007 uW</td></tr>
<tr><td>Total power after layout</td><td>between 1500 and 2000 uW</td></tr>
<tr><td>Total power divided by cell area</td><td>roughly 1000 nW/um2</td></tr>
<tr><th colspan="2">Floorplan</th></tr>
<tr><td>Chip Area</td><td>8460 um2</td></tr>
<tr><td>Init Core Util</td><td>a little over a fifth</td></tr>
<tr><td>Chip Width</td><td>between 90 and 100 um</td></tr>
<tr><td>Row cnt</td><td>26</td></tr>
<tr><td>Height of the die</td><td>between 90 and 100 um</td></tr>
<tr><td>Number of I/O pins</td><td>51</td></tr>
<tr><td>Area of the core</td><td>approximately 5000 um2</td></tr>
<tr><th colspan="2">Job</th></tr>
<tr><td>OpenROAD warning count</td><td>25</td></tr>
<tr><td>Number of max-capacitance violations reported</td><td>0</td></tr>
<tr><th colspan="2">Placed design</th></tr>
<tr><td>Instance area at placement</td><td>roughly 1600 um2</td></tr>
<tr><td>HPWL Detailed</td><td>1970 um</td></tr>
<tr><td>Worst slack after detailed placement</td><td>~0.67 ns</td></tr>
<tr><td>Count of port buffers added during placement</td><td>50</td></tr>
<tr><td>Routability-driven placement congestion ratio</td><td>between 0.7 and 0.8</td></tr>
<tr><th colspan="2">Min path</th></tr>
<tr><td>Kind of path behind the tightest hold check</td><td>in2async</td></tr>
</table>
-- cells in the mapped netlist --
cell type                   n  area, um2
sky130_fd_sc_hd__dfrtp_1   25        626
sky130_fd_sc_hd__inv_1     24       90.1
sky130_fd_sc_hd__nand3b_1  24        180
sky130_fd_sc_hd__o21ai_0   23        115
sky130_fd_sc_hd__buf_2      3       15.0
sky130_fd_sc_hd__buf_6      2       22.5
sky130_fd_sc_hd__clkbuf_1   2       7.51
sky130_fd_sc_hd__o21ai_1    1       5.00
sky130_fd_sc_hd__xor2_2     1       16.3
-- final cells by class --
class / count / area, um2
Tap cell: 70 / 87.6
Timing Repair Buffer: 52 / 523
Sequential cell: 25 / 626
Inverter: 24 / 90.1
Fill cell: 536 / 3390
Clock buffer: 4 / 45.0
Multi-Input combinational cell: 49 / 317
-- final timing paths --
kind / slack [ns] / cells past startpoint / end / from
min reg2reg: 0.52 / 2 / out_temp[17] / out_temp[17]
max reg2reg: 0.69 / 2 / out_temp[18] / state
min: 0.48 / 2 / out_temp[0] / rst_n
max: 0.42 / 1 / out[13] / out_temp[13]
max in group asynchronous: 1.17 / 2 / out_temp[11] / rst_n
min in group clk0: 0.52 / 2 / out_temp[17] / out_temp[17]
-- state kept, by name, indices dropped and copies added, names as in the netlist --
register / flops
out_temp: 24
state: 1
-- through the flow --
step	util (%)	instances
after floorplan	-	105
after detailed placement	32.4	220
after CTS	33.3	224
final	33.3	224
after global routing	33.3	224
after global placement	32.4	220
-- layer usage --
layer  vias up  GRT usage, %  routed length [um]
met1       374          8.15                1280
met3         2          3.46                 311
met4         0         0.514                  16
li1        434             -                   -
met2        31          9.35                1150
met5         -             0                   0
-- report_power, final --
part	internal [uW]	switching (uW)
clock network	150	171
registers	672	132
logic	401	124
-- kinds of logic (layout without fill, tap and decap cells) --
logic type / count (synthesis) / count (layout) / synth area share [%]
AND-OR/OR-AND: 24 / 24 / 11.1
AND/OR/NAND/NOR: 24 / 24 / 16.7
XOR/XNOR: 1 / 1 / 1.51
flip-flops: 25 / 25 / 58.1
buffers and inverters: 31 / 80 / 12.5
Power figures rest on the tool's default switching activity, not on a simulated workload.
