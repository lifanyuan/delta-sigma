File: design/flow/run.sh
#!/bin/bash
# OpenROAD 26Q1-2900-gdf79404cd8, Yosys 0.63+post, stock flow scripts
make -C /OpenROAD-flow-scripts/flow DESIGN_CONFIG=/design/flow/config.mk WORK_HOME=/design/flow/orfs finish
File: design/flow/config.mk
export PLATFORM = sky130hd
export DESIGN_NAME = modulator_512
export DESIGN_NICKNAME = modulator_512
export VERILOG_FILES = /design/flow/design.v
export SDC_FILE = /design/flow/constraint.sdc
export NUM_CORES = 4
export LEC_CHECK = 1
export CORE_UTILIZATION = 40
File: design/flow/constraint.sdc
current_design modulator_512

set clk_period 89.2
set clk_io_pct 0.2

create_clock -name clk0 -period $clk_period [get_ports {clk}]

set non_clock_inputs [all_inputs -no_clocks]
set_input_delay [expr $clk_period * $clk_io_pct] -clock clk0 $non_clock_inputs
set_output_delay [expr $clk_period * $clk_io_pct] -clock clk0 [all_outputs]
File: design/flow/design.v
module a1_512(in,out);
input[40:0]in;
output[40:0]out;
wire[40:0]in_1;
wire[40:0]in_2;
wire[40:0]in_3;
assign in_1[40:0]={{4{in[40]}},in[40:4]}; 
assign in_2[40:0]={{6{in[40]}},in[40:6]}; 
assign in_3[40:0]={{9{in[40]}},in[40:9]}; 
assign  out[40:0]=in_1[40:0]+in_2[40:0]+in_3[40:0];
endmodule
module a2_512(in,out);
input[40:0]in;
output[40:0]out;
wire[40:0]in_1;
wire[40:0]in_2;
wire[40:0]in_3;
wire[40:0]in_4;
wire[40:0]in_5;
assign in_1[40:0]={{3{in[40]}},in[40:3]}; 
assign in_2[40:0]={{6{in[40]}},in[40:6]}; 
assign in_3[40:0]={{8{in[40]}},in[40:8]}; 
assign in_4[40:0]={{13{in[40]}},in[40:13]}; 
assign in_5[40:0]={{14{in[40]}},in[40:14]}; 
assign  out[40:0]=in_1[40:0]+in_2[40:0]+in_3[40:0]+in_4[40:0]+in_5[40:0];
endmodule
module a3_512(in,out);
input[40:0]in;
output[40:0]out;
wire[40:0]in_1;
wire[40:0]in_2;
wire[40:0]in_3;
wire[40:0]in_4;
wire[40:0]in_5;
wire[40:0]in_6;
assign in_1[40:0]={{3{in[40]}},in[40:3]}; 
assign in_2[40:0]={{4{in[40]}},in[40:4]}; 
assign in_3[40:0]={{6{in[40]}},in[40:6]}; 
assign in_4[40:0]={{7{in[40]}},in[40:7]}; 
assign in_5[40:0]={{8{in[40]}},in[40:8]}; 
assign in_6[40:0]={{14{in[40]}},in[40:14]}; 
assign  out[40:0]=in_1[40:0]+in_2[40:0]+in_3[40:0]+in_4[40:0]+in_5[40:0]+in_6[40:0];
endmodule
module a4_512(in,out);
input[40:0]in;
output[40:0]out;
wire[40:0]in_1;
wire[40:0]in_2;
wire[40:0]in_3;
wire[40:0]in_4;
wire[40:0]in_5;
wire[40:0]in_6;
assign in_1[40:0]={{2{in[40]}},in[40:2]}; 
assign in_2[40:0]={{5{in[40]}},in[40:5]}; 
assign in_3[40:0]={{6{in[40]}},in[40:6]}; 
assign in_4[40:0]={{7{in[40]}},in[40:7]}; 
assign in_5[40:0]={{8{in[40]}},in[40:8]}; 
assign in_6[40:0]={{10{in[40]}},in[40:10]}; 
assign  out[40:0]=in_1[40:0]+in_2[40:0]+in_3[40:0]+in_4[40:0]+in_5[40:0]+in_6[40:0];
endmodule
module a5_512(in,out);
input[40:0]in;
output[40:0]out;
wire[40:0]in_1;
wire[40:0]in_2;
assign in_1[40:0]={{1{in[40]}},in[40:1]}; 
assign in_2[40:0]={{12{in[40]}},in[40:12]}; 
assign  out[40:0]=in_1[40:0]+in_2[40:0];
endmodule
module b1_512(in,out);
input[23:0]in;
output[40:0]out;
wire[40:0]in_1;
wire[40:0]in_2;
wire[40:0]in_3;
assign in_1[40:0]={{5{in[23]}},in[23:0],{12{1'b0}}}; 
assign in_2[40:0]={{7{in[23]}},in[23:0],{10{1'b0}}}; 
assign in_3[40:0]={{10{in[23]}},in[23:0],{7{1'b0}}}; 
assign out[40:0]=in_1[40:0]+in_2[40:0]+in_3[40:0];
endmodule
module back_512(in,out);
input[0:0]in;
output[40:0]out;
assign out=(~in)?{{2{1'b1}},{22{1'b0}},1'b1,{16{1'b0}}}:{{2{1'b0}},{23{1'b1}},{16{1'b0}}}; 
endmodule
module c1_512(in,out);
input[40:0]in;
output[40:0]out;
wire[40:0]in_1;
wire[40:0]in_2;
wire[40:0]in_3;
wire[40:0]in_4;
wire[40:0]in_5;
wire[40:0]in_6;
assign in_1[40:0]={{4{in[40]}},in[40:4]}; 
assign in_2[40:0]={{5{in[40]}},in[40:5]}; 
assign in_3[40:0]={{7{in[40]}},in[40:7]}; 
assign in_4[40:0]={{8{in[40]}},in[40:8]}; 
assign in_5[40:0]={{10{in[40]}},in[40:10]}; 
assign in_6[40:0]={{11{in[40]}},in[40:11]}; 
assign  out[40:0]=in_1[40:0]+in_2[40:0]+in_3[40:0]+in_4[40:0]+in_5[40:0]+in_6[40:0];
endmodule
module c2_512(in,out);
input[40:0]in;
output[40:0]out;
wire[40:0]in_1;
wire[40:0]in_2;
wire[40:0]in_3;
wire[40:0]in_4;
wire[40:0]in_5;
wire[40:0]in_6;
wire[40:0]in_7;
assign in_1[40:0]={{3{in[40]}},in[40:3]}; 
assign in_2[40:0]={{5{in[40]}},in[40:5]}; 
assign in_3[40:0]={{6{in[40]}},in[40:6]}; 
assign in_4[40:0]={{7{in[40]}},in[40:7]}; 
assign in_5[40:0]={{8{in[40]}},in[40:8]}; 
assign in_6[40:0]={{9{in[40]}},in[40:9]}; 
assign in_7[40:0]={{11{in[40]}},in[40:11]}; 
assign  out[40:0]=in_1[40:0]+in_2[40:0]+in_3[40:0]+in_4[40:0]+in_5[40:0]+in_6[40:0]+in_7[40:0];
endmodule
module c3_512(in,out);
input[40:0]in;
output[40:0]out;
wire[40:0]in_1;
wire[40:0]in_2;
wire[40:0]in_3;
wire[40:0]in_4;
wire[40:0]in_5;
assign in_1[40:0]={{2{in[40]}},in[40:2]}; 
assign in_2[40:0]={{5{in[40]}},in[40:5]}; 
assign in_3[40:0]={{6{in[40]}},in[40:6]}; 
assign in_4[40:0]={{7{in[40]}},in[40:7]}; 
assign in_5[40:0]={{12{in[40]}},in[40:12]}; 
assign  out[40:0]=in_1[40:0]+in_2[40:0]+in_3[40:0]+in_4[40:0]+in_5[40:0];
endmodule
module c4_512(in,out);
input[40:0]in;
output[40:0]out;
wire[40:0]in_1;
wire[40:0]in_2;
wire[40:0]in_3;
wire[40:0]in_4;
wire[40:0]in_5;
assign in_1[40:0]={{1{in[40]}},in[40:1]}; 
assign in_2[40:0]={{4{in[40]}},in[40:4]}; 
assign in_3[40:0]={{7{in[40]}},in[40:7]}; 
assign in_4[40:0]={{10{in[40]}},in[40:10]}; 
assign in_5[40:0]={{13{in[40]}},in[40:13]}; 
assign  out[40:0]=in_1[40:0]+in_2[40:0]+in_3[40:0]+in_4[40:0]+in_5[40:0];
endmodule
module c5_512(in,out);
input[40:0]in;
output[40:0]out;
wire[40:0]in_1;
wire[40:0]in_2;
wire[40:0]in_3;
wire[40:0]in_4;
wire[40:0]in_5;
assign in_1[40:0]=in[40:0]; 
assign in_2[40:0]={{2{in[40]}},in[40:2]}; 
assign in_3[40:0]={{3{in[40]}},in[40:3]}; 
assign in_4[40:0]={{4{in[40]}},in[40:4]}; 
assign in_5[40:0]={{6{in[40]}},in[40:6]}; 
assign  out[40:0]=in_1[40:0]+in_2[40:0]+in_3[40:0]+in_4[40:0]+in_5[40:0];
endmodule
module comparator_512(in,out);
input[40:0]in;
output[0:0]out;
assign  out=(in[40])?{1'b0}:{1'b1};
endmodule
module g1_512(in,out);
input[40:0]in;
output[40:0]out;
assign out[40:0]={{15{in[40]}},in[40:15]}; 
endmodule
module g2_512(in,out);
input[40:0]in;
output[40:0]out;
assign out[40:0]={{15{in[40]}},in[40:15]}; 
endmodule
module integrator_512(in,out,clk,rst_n,enable);
input[40:0]in;
output[40:0]out;
input rst_n;
input clk;
input enable;
reg[40:0]a;
wire[40:0]out;
assign out=a;
always@(posedge clk or negedge rst_n)
begin
if(!rst_n)
begin
    a<=41'd0;
end
else if(enable)
begin
     a<=a+in;  
end
end
endmodule
module modulator_512(in,out,rst_n,clk,enable);
input[23:0]in;
output[0:0]out;
input rst_n;
input clk;
input enable;
wire[40:0]a1_out;
wire[40:0]a2_out;
wire[40:0]a3_out;
wire[40:0]a4_out;
wire[40:0]a5_out;
wire[40:0]b1_out;
wire[40:0]c1_out;
wire[40:0]c2_out;
wire[40:0]c3_out;
wire[40:0]c4_out;
wire[40:0]c5_out;
wire[40:0]g1_out;
wire[40:0]g2_out;
wire[40:0]i1_out;
wire[40:0]i2_out;
wire[40:0]i3_out;
wire[40:0]i4_out;
wire[40:0]i5_out;
wire[40:0]sub1_out;
wire[40:0]sub2_out;
wire[40:0]sub3_out;
wire[40:0]sub4_out;
wire[40:0]sub5_out;
wire[40:0]sub6_out;
wire[40:0]sub7_out;
wire[40:0]out_back;
b1_512 b1_512_1(.in(in),.out(b1_out));
a1_512 a1_512_1(.in(out_back),.out(a1_out));
a2_512 a2_512_1(.in(out_back),.out(a2_out));
a3_512 a3_512_1(.in(out_back),.out(a3_out));
a4_512 a4_512_1(.in(out_back),.out(a4_out));
a5_512 a5_512_1(.in(out_back),.out(a5_out));
c1_512 c1_512_1(.in(i1_out),.out(c1_out));
c2_512 c2_512_1(.in(i2_out),.out(c2_out));
c3_512 c3_512_1(.in(i3_out),.out(c3_out));
c4_512 c4_512_1(.in(i4_out),.out(c4_out));
c5_512 c5_512_1(.in(i5_out),.out(c5_out));
g1_512 g1_512_1(.in(i3_out),.out(g1_out));
g2_512 g2_512_1(.in(i5_out),.out(g2_out));
subtract_512 subtract_512_1(.in_1(b1_out),.in_2(a1_out),.out(sub1_out));
subtract_512 subtract_512_2(.in_1(c1_out),.in_2(a2_out),.out(sub2_out));
subtract_512 subtract_512_3(.in_1(sub2_out),.in_2(g1_out),.out(sub3_out));
subtract_512 subtract_512_4(.in_1(c2_out),.in_2(a3_out),.out(sub4_out));
subtract_512 subtract_512_5(.in_1(c3_out),.in_2(a4_out),.out(sub5_out));
subtract_512 subtract_512_6(.in_1(sub5_out),.in_2(g2_out),.out(sub6_out));
subtract_512 subtract_512_7(.in_1(c4_out),.in_2(a5_out),.out(sub7_out));
integrator_512 integrator_512_1(.in(sub1_out),.out(i1_out),.clk(clk),.rst_n(rst_n),.enable(enable));
integrator_512 integrator_512_2(.in(sub3_out),.out(i2_out),.clk(clk),.rst_n(rst_n),.enable(enable));
integrator_512 integrator_512_3(.in(sub4_out),.out(i3_out),.clk(clk),.rst_n(rst_n),.enable(enable));
integrator_512 integrator_512_4(.in(sub6_out),.out(i4_out),.clk(clk),.rst_n(rst_n),.enable(enable));
integrator_512 integrator_512_5(.in(sub7_out),.out(i5_out),.clk(clk),.rst_n(rst_n),.enable(enable));
comparator_512 comparator_512_1(.in(c5_out),.out(out));
back_512 back_512_1(.in(out),.out(out_back));
endmodule
module subtract_512(in_1,in_2,out);
input[40:0]in_1;
input[40:0]in_2;
output[40:0]out;
assign out[40:0]=in_1[40:0]-in_2[40:0];
endmodule
==> results_dict.tcl <==
# metrics dict for downstream scripts
set metrics [dict create \
    ys_types 85 \
    period_used_share 0.2735 \
    coreArea_um2 118100 \
    yosysMostFrequentCell "inv_1" \
    cts-resized-gates 0 \
    placed_cells 6236 \
    hold_ws_ns 0.4353 \
    crit_required_ns 71.36 \
    largest_area_cell "fa_1" \
    io_pins 28 \
    io_buffers 27 \
    grt_overflow_total 0 \
    grt_usage 0.1991 \
    worstMarginPinSlew_ns 0.9331 \
    path_cells "inv_1, fa_1, inv_1, fa_1, inv_1, fa_1, inv_1, ha_1, nand4_1, a2111oi_1, a2111oi_2, buf_4, o21a_1, o21ai_2, nand2_8, inv_6, clkdlybuf4s50_1" \
    clock-sinks 202 \
    warnings 34 \
    post_cts_buffers 0 \
    syn_avg_cell_area_um2 10.07 \
    finalHoldViolCount 0 \
    crit_path_max_incr_delay_ns 0.61 \
    drt_iter0_markers 1331 \
    max_slew_margin 0.3618 \
    clock-root-buffer "clkbuf_16" \
    dr.pass1.iters 7 \
    antenna_found_initial 0 \
    yosysTopAreaCellShare 0.4052 \
    synth_chip_area_um2 47630 \
    vias_per_cell 5.052 \
    path_max_fanout 48 \
    first_global_vias 32480 \
    fin_cells 6291 \
    cts_max_path_buffers 3 \
    netlist_area_um2 47630 \
    cp-end-kind "primary output" \
    finalWirelength_um 107300 \
    drive_above_1_share 0.03512 \
    yosys_warnings 1 \
    critPathSlowestCell "o21ai_2" \
    outcome "finished clean" \
    syn_to_final_growth_pct 6.788 \
    dp_hpwl_um 90630 \
    hold_buffers 0 \
    n_fill_cell 11060 \
    die_width_um 347.1 \
    r2r_setup_slack_ns 77.67 \
    common_cells "inv_1, fa_1, ha_1" \
    max_cap_violations 0 \
    critical_path_class "register to primary output" \
    regArea_um2 5055 \
    fin_setup_tns_ns 0 \
    ys_seq_frac 0.1061 \
    skew_ns 0.03790 \
    finalCriticalPeriod_ns 24.39 \
    clk_latency_ns 0.62 \
    edf_count 0 \
    crit_path_frequent_cell "inv_1" \
    logic_area_um2 38190 \
    path_clk_slew_ns 0.07 \
    syn_inst 4729 \
    async_reset_ff_frac 1.000 \
    cts_tree "built" \
    fp.dieH_um 347.1 \
    grt_pass1_wl_um 178400 \
    reg2reg_to "integrator_512_2.a[40]" \
    chipArea_um2 120500 \
    drc 0 \
    rows 126 \
    cp-startpoint "integrator_512_5.a[18]" \
    rsz0062_at_grt "false" \
    fp_util 0.4034 \
    drv_slew 0 \
    ys.flop_type "dfrtp_1" \
    timing.fmax_mhz 41.00 \
    area_leaders "fa_1, ha_1, dfrtp_1, inv_1, xnor2_1" \
    diodes 0 \
    hp-class "register to register" \
    h-tree-depth 1 \
    worstSetupEndpoint "out[0]" \
    numSynthFlops 202 \
    r2r_cells 39 \
    grt_max_degree 137 \
    num_vias 31780 \
    setup_viol 0 \
    gp_congestion 0.9360 \
    worst_setup_path_start_kind "register" \
    cts_inserted_buffers 30 \
    final_antenna_net_count 0 \
    post_drt_wl_per_cell_um 17.06 \
    ys_cells 4729 \
    worstPathArrival_ns 6.55 \
    rr_startpoint "integrator_512_5.a[18]" \
]
==> kinds of logic after synthesis <==
logic type / synth area share
flops: 0.1061
simple gates: 0.05525
buf+inv: 0.09244
xor+xnor: 0.06402
mux: 0.01681
fa+ha+maj: 0.5468
compound gates: 0.1186
==> final cells by class <==
cell class,instances,area share
Tap cell,1536,0.03779
Sequential cell,202,0.09938
Timing Repair Buffer,50,0.009397
Clock inverter,12,0.004256
Inverter,1089,0.08047
Multi-Input combinational cell,3359,0.7508
Clock buffer,43,0.01791
==> worst min path at each step <==
stage	to	slack, ns	from	depth (start not counted)
final	integrator_512_1.a[3]	0.44	integrator_512_1.a[3]	0
after global routing	integrator_512_1.a[3]	0.45	integrator_512_1.a[3]	0
after CTS	integrator_512_1.a[3]	0.44	integrator_512_1.a[3]	0
==> critical path, delay by kind of cell, from the launching register on <==
family                   cells  cell delay, ns
buffers and inverters        7            1.55
AND-OR/OR-AND                4            1.57
AND/OR/NAND/NOR              2            0.53
adder cells (fa/ha/maj)      4            1.77
flip-flops                   1            0.49
==> per-stage QoR <==
| step | area, um^2 | utilization | worst slack [ns] |
|---|---|---|---|
| 2_1_floorplan | 47630 | - | 66.43 |
| 3_3_place_gp | 49730 | 0.4212 | 65.20 |
| 3_5_place_dp | 49730 | 0.4212 | 65.29 |
| 4_1_cts | 50860 | 0.4307 | 64.74 |
| 5_1_grt | 50860 | 0.4307 | 64.36 |
| 6_report | 50860 | 0.4307 | 64.81 |
==> layout by cell type, fill, tap and decap left out, drive strengths merged, types with 29 or more instances in the layout <==
| cell type | Yosys | layout |
|---|---|---|
| o21a | 33 | 33 |
| inv | 1088 | 1088 |
| o21ai | 204 | 204 |
| nand3 | 32 | 32 |
| fa | 964 | 964 |
| nor3 | 31 | 31 |
| clkbuf | 51 | 43 |
| xnor2 | 281 | 281 |
| ha | 539 | 539 |
| nor2 | 145 | 145 |
| a21oi | 230 | 230 |
| dfrtp | 202 | 202 |
| nand2b | 29 | 29 |
| xor2 | 62 | 62 |
| a21o | 199 | 199 |
| nand2 | 205 | 205 |
| mux2 | 48 | 48 |
| o21bai | 57 | 57 |
==> per-layer routing <==
| metal | vias to the layer above | global-route usage | wire (um) |
|---|---|---|---|
| met4 | 2 | 0.02230 | 1567 |
| met1 | 16000 | 0.3014 | 46950 |
| met2 | 693 | 0.3018 | 50490 |
| met5 | - | 0.005202 | 86 |
| met3 | 71 | 0.06374 | 8214 |
| li1 | 15020 | - | - |
==> registers in the layout, indices dropped and copies added, names as in the netlist <==
name	flops
integrator_512_1.a	38
integrator_512_2.a	41
integrator_512_3.a	41
integrator_512_4.a	41
integrator_512_5.a	41
